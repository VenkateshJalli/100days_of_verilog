===== /design/flow/run.sh =====
#!/bin/bash
# OpenROAD 26Q1-2900-gdf79404cd8, Yosys 0.63+post, stock flow scripts
make -C /OpenROAD-flow-scripts/flow DESIGN_CONFIG=/design/flow/config.mk WORK_HOME=/design/flow/orfs finish

===== /design/flow/config.mk =====
export PLATFORM = sky130hd
export DESIGN_NAME = bcd_to_binary
export DESIGN_NICKNAME = bcd_to_binary
export VERILOG_FILES = /design/flow/design.v
export SDC_FILE = /design/flow/constraint.sdc
export NUM_CORES = 4
export LEC_CHECK = 1
export CORE_AREA = 10 10 70 70
export DIE_AREA = 0 0 80 80

===== /design/flow/constraint.sdc =====
current_design bcd_to_binary

set clk_period 2.3
set clk_io_pct 0.2

create_clock -name clk0 -period $clk_period

set non_clock_inputs [all_inputs -no_clocks]
set_input_delay [expr $clk_period * $clk_io_pct] -clock clk0 $non_clock_inputs
set_output_delay [expr $clk_period * $clk_io_pct] -clock clk0 [all_outputs]

===== /design/flow/design.v =====
module bcd_to_binary (
  input [7:0] bcd,  
  output reg [6:0] binary  
);
  reg [3:0] tens;
  reg [3:0] ones;
  always @(*) begin
    tens = bcd[7:4];
    ones = bcd[3:0];
    if (tens > 9 || ones > 9) begin
      binary = 7'hFF;  
    end else begin
      binary = tens * 10 + ones;
    end
  end
endmodule

==> results.txt <==
The synthesis and place-and-route flow finished, so here is a summary.

The flow ran to the end, but the final reports show violations. The final reports fail on negative setup slack. The start point of the worst min-delay path is bcd[7]. The count of vias placed by the detailed router came out at 318. For this run, the detailed router's first-pass iteration total came to 2. Setup repair after global routing could not meet its margin everywhere. The top-level port count is 15. The number of fill cells is ~390. The mean cell area of the mapped netlist came out at about 7.8 um2.

The layout overhead on the synthesized area is 110%. At the pin with the least slew margin, the transition time is about 0.25 ns. The min-delay analysis places its worst path in the category primary input to primary output. The area fraction in full adders, half adders and majority gates is 0.432.

The Yosys chip area came out at just under 300 um2. The post-route antenna net violation count came out at 0. Per the cell usage report, the commonest logic cell in the layout is sky130_fd_sc_hd__buf_4. For this run, the register share of the synthesized area comes to 0. The register area came out at 0 um2. The post-synthesis mux area share came out at 0.

The kind of end point of the critical path is a primary output. The via density per instance is roughly 3. The wire length per cell after detailed routing is slightly below 9 um. The worst setup margin came out at -0.153 ns. The final core utilization is 0.182.

The reported leakage power came out at ~0.25 nW. The count of hold buffers inserted by post-cts repair is 0. The count of mapped cells out of synthesis is 38. The via count of the first global-routing pass came out at 377. The count of final max-slew check failures came out at 0.

In the layout the commonest cells are sky130_fd_sc_hd__buf_4 (8), sky130_fd_sc_hd__nand2_1 (6), sky130_fd_sc_hd__ha_4 (5), sky130_fd_sc_hd__dlygate4sd2_1 (5), sky130_fd_sc_hd__buf_2 (4). The core box area is about 3400 um2. The effective utilization at floorplan is 0.0864. The layout cell share with drive strength beyond 1 is 0.517. For this block, the initial DRC count from the detailed router was 3.

The area of the die came out at between 6000 and 7000 um2. The number of core rows is 21. The total power draw is 146 uW. The initial antenna violation count came to 0.

The area of the mapped netlist came out at roughly 300 um2. The number of cell instances after yosys synthesis came out at 38. The count of final setup violators is 2. The height of the chip came out at about 80 um. For reference, the top logic cell family by area is adder cells. The worst hold path depth came out at 6. The first global-routing pass estimated ~1600 um of wire. The final routed DRC violation total is 0.

The worst max-slew margin expressed relative to the limit came out at 0.835. The routability congestion estimate is 0.742. In the placement report, post-DP HPWL is listed as about 760 um. The data required time at the worst endpoint is between 1.5 and 2 ns. The total power per unit cell area came out at 236 nW/um2.

The number of sequential cells reported for the layout is 0. The residual overflow from global routing is 0. The aoi/oai-family share of the synthesized area is 0.110.

In this run the worst setup path begins at bcd[5]. Of the total synthesized cell area, the portion taken by AND, OR, NAND and NOR gates is 0.216. Max fanout on the critical path was recorded as 2. The worst setup path is launched from a primary input. During synthesis, Yosys emitted a total of 2 warnings. The tally of max-capacitance violations is 0. At the worst endpoint, the arrival time is between 1.5 and 2 ns. The total of buffers placed on input and output ports came out at 15. Counting I/O delays and the setup requirement, the final critical path takes between 2 and 2.5 ns. The worst setup path is of the primary input to primary output kind.

The logs give a warning total of 35. In the Yosys stats the netlist draws on 14 distinct library cells. The synthesized-area fraction occupied by xor and xnor cells is 0.148. The share of the clock period used by the worst path came out at 1.07.

The chip width came out at approximately 80 um. The fmax is between 0.4 and 0.5 GHz. The final hold violation count recorded for this run is 0. The total length of routed wires is about 930 um. The largest net degree at the start of global routing came out at 8. The number of inserted diodes is 0. The worst supply voltage drop on vdd came out at between 0.04 and 0.05 mV. Summed over all routing layers, the global router reports a total usage of 0.0298. The layout clock buffer count came out at 0.
## per-layer routing
layer / track usage / wire, um
met1: 0.0371 / 409
met5: 0 / 0
met3: 0.00455 / 68
met4: 0 / 0
met2: 0.0554 / 455
## worst max-delay path, stage by stage
cell                       delay (ns)
sky130_fd_sc_hd__buf_8           0.10
sky130_fd_sc_hd__ha_4            0.26
sky130_fd_sc_hd__ha_4            0.11
sky130_fd_sc_hd__inv_2           0.03
sky130_fd_sc_hd__fa_1            0.46
sky130_fd_sc_hd__nand2b_4        0.16
sky130_fd_sc_hd__a21oi_2         0.11
sky130_fd_sc_hd__xnor2_1         0.13
sky130_fd_sc_hd__nand2_1         0.07
sky130_fd_sc_hd__buf_2           0.11
## synthesized netlist by cell type, drive strengths merged
| library cell | instances | area (um2) |
|---|---|---|
| ha | 7 | 87.6 |
| inv | 6 | 22.5 |
| nand2 | 6 | 22.5 |
| xnor2 | 4 | 35.0 |
| nand2b | 3 | 18.8 |
| o21ai | 3 | 15.0 |
| a21oi | 2 | 17.5 |
| fa | 2 | 40.0 |
| and2 | 1 | 6.26 |
| buf | 1 | 5.00 |
| nand3 | 1 | 10.0 |
| nor2b | 1 | 6.26 |
| xor2 | 1 | 8.76 |
## report_power, final
| group | switching, mW | internal [mW] | total, mW |
|---|---|---|---|
| clock network | 0 | 0 | 0 |
| logic | 0.0571 | 0.0891 | 0.146 |
| registers | 0 | 0 | 0 |
## cell type report
type | count | area (um2) | area share
multi-input cells | 31 | 352 | 0.567
inverters | 6 | 22.5 | 0.0363
well taps | 46 | 57.6 | 0.0927
repair buffers | 23 | 189 | 0.304
## kinds of logic after synthesis
kind of cell | count (synthesis)
fa+ha+maj | 9
buf+inv | 7
compound gates | 5
simple gates | 12
xor+xnor | 5
## final timing paths
path	endpoint	slack (ns)
worst max-delay path	binary[6]	-0.15
worst min-delay path	binary[6]	1.44
## per-stage QoR
| step | setup WS (ns) | hold WS [ns] | instance area (um2) | TNS, ns | std cells |
|---|---|---|---|---|---|
| 6_report | -0.153 | 1.44 | 621 | -0.188 | 106 |
| 5_1_grt | -0.210 | 1.47 | 621 | -0.309 | 106 |
| 4_1_cts | -0.171 | 1.44 | 618 | -0.200 | 106 |
| 3_5_place_dp | -0.942 | 1.85 | 543 | -3.61 | 104 |
| 3_3_place_gp | -0.899 | 1.86 | 543 | -3.62 | 104 |
| 2_1_floorplan | 0.0147 | 0.973 | 295 | 0 | 38 |
## repair_timing
action                                  4_1_cts  5_1_grt
pin swaps                                    12        5
setup buffers                                 2        1
resized                                      47        3
endpoints found under the setup margin        7        3
Power figures rest on the tool's default switching activity, not on a simulated workload.
