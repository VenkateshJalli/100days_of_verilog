==> /design/flow/design.v <==
module full_addr(Sum,C_out,A,B,C_in);
  input A,B,C_in;
  output reg Sum;
  output reg C_out;
  assign Sum = A^B^C_in;
  assign C_out = A&B | C_in*(A^B);
endmodule
module bit4_full_addr(sum,c_out,a,b,c_in);
  input [3:0]a;
  input [3:0]b;
  input c_in;
  output reg [3:0]sum;
  output reg c_out;
  wire c0,c1,c2;
  full_addr fa0(.Sum(sum[0]),.C_out(c0),.A(a[0]),.B(b[0]),.C_in(c_in));
  full_addr fa1(.Sum(sum[1]),.C_out(c1),.A(a[1]),.B(b[1]),.C_in(c0));
  full_addr fa2(.Sum(sum[2]),.C_out(c2),.A(a[2]),.B(b[2]),.C_in(c1));
  full_addr fa3(.Sum(sum[3]),.C_out(c_out),.A(a[3]),.B(b[3]),.C_in(c2));
endmodule
==> /design/flow/run.sh <==
#!/bin/bash
# OpenROAD 26Q1-2900-gdf79404cd8, Yosys 0.63+post, stock flow scripts
make -C /OpenROAD-flow-scripts/flow DESIGN_CONFIG=/design/flow/config.mk WORK_HOME=/design/flow/orfs finish
==> /design/flow/config.mk <==
export PLATFORM = sky130hd
export DESIGN_NAME = bit4_full_addr
export DESIGN_NICKNAME = bit4_full_addr
export VERILOG_FILES = /design/flow/design.v
export SDC_FILE = /design/flow/constraint.sdc
export NUM_CORES = 4
export LEC_CHECK = 1
export CORE_AREA = 10 10 70 70
export DIE_AREA = 0 0 80 80
==> /design/flow/constraint.sdc <==
current_design bit4_full_addr

set clk_period 3.8
set clk_io_pct 0.2

create_clock -name clk0 -period $clk_period

set non_clock_inputs [all_inputs -no_clocks]
set_input_delay [expr $clk_period * $clk_io_pct] -clock clk0 $non_clock_inputs
set_output_delay [expr $clk_period * $clk_io_pct] -clock clk0 [all_outputs]
==> metrics.yaml <==
outcome: "completed"
diodes: 0
start_kind: "input port"
cts_hold_buf: 0
powerDensity_mw_per_mm2: 119
grt_max_degree: 2
xor_share_pct: 0
wire_per_inst_um: 5.68
mostFrequentLayoutCell: "clkdlybuf4s50_1"
fillers: 407
tightest_slew_ps: 117
hold_depth: 5
drive_gt1_share_pct: 28.6
drcViolationCount: 0
fin_util_pct: 9.45
ff_latch_area_um2: 0
topCombFamilyByArea: "adder cells"
synthCells: 18
synth_stat.cells: 18
clkPwrFrac_pct: 0
worstPathRequired_ps: 3040
yosysWarningCount: 2
syn_area_per_cell_um2: 8.20
nClkBuffers: 0
vias: 124
p_switching_mw: 0.0120
area_growth_pct: 119
place_ws_ps: -218
yosys_area_um2: 148
holdPathEnd: "sum[0]"
worstSetupEndpointType: "output pin"
worst_slack_ps: 115
critical_path_buf_inv_count: 6
yosysTopAreaCell: "fa_1"
detailed_place_hpwl_um: 427
grt_pass1_wl_um: 634
die_w_um: 80
wirelength_um: 420
ys_sh_simple_pct: 0
ys_seq_share_pct: 0
netlist_area_um2: 148
core_area_mm2: 0.00342
rsz0062_at_grt: "no"
cp_max_fo: 1
crit_top_cell: "fa_2"
peakVddDrop_mv: 0.0311
hold_class: "in -> out"
synthTopCellsByArea: "fa_1 54%, inv_1 25%, buf_4 20%"
max-slew-margin-rel_pct: 92.2
ys_types: 3
finalHoldViolCount: 0
worstHoldStart: "c_in"
ant_nets: 0
p_seq_share_pct: 0
ios: 14
warning_count: 32
slowest_delay_ps: 450
fp.dieH_um: 80
viasPerCell: 1.68
fin_crit_sh_pct: 97.0
seq_cells: 0
worstPathArrival_ps: 2930
power_leakage_nw: 0.132
ys_sh_mux_pct: 0
lay_top_cells: "12 x clkdlybuf4s50_1, 6 x inv_1, 4 x inv_2, 4 x fa_2, 2 x dlygate4sd2_1"
drtPass1Iterations: 1
finalSetupTns_ps: 0
switching_share_pct: 31.4
drt_iter0_markers: 0
netlist.area_leader.share_pct: 54.2
p_int_mw: 0.0263
io_buffers: 14
grt_pass1_vias: 134
whs_ps: 2440
path_delay_family: "buffers and inverters"
fmax_mhz: 271
cpMaxStageDelayCell: "clkdlybuf4s50_1"
maxSlewViolCount: 0
track_usage_pct: 1.25
synthAoiAreaFrac_pct: 0
period_needed_ps: 3690
die_area_mm2: 0.00640
drv_cap: 0
grt_overflow_total: 0
p_comb_share_pct: 100.0
num_rows: 21
setup-violations-final: 0
critPathKind: "in -> out"
gp_congestion: 0.819
finalPower_mw: 0.0383
crit_chain: "clkdlybuf4s50_1, inv_1, fa_2, inv_2, fa_2, fa_2, inv_2, fa_2, inv_1, clkdlybuf4s50_1"
cts_setup_buffers: 0
initial_core_util_pct: 4.32
antenna_found_initial: 0
yosys.area_share.adder_pct: 54.2
-- cell usage after synthesis --
cell	count
inv_1	10
buf_4	4
fa_1	4
-- per-layer routing --
metal | up-vias | GRT usage [%] | routed length, um
li1 | 60 | - | -
met3 | 0 | 0.795 | 85
met1 | 50 | 2.01 | 242
met2 | 14 | 1.36 | 92
met4 | 0 | 0 | 0
met5 | - | 0 | 0
-- what timing repair did --
item,4_1_cts,5_1_grt
gates cloned,0,0
resized,9,1
setup endpoints to repair,2,2
pin swaps,3,2
-- how the worst max path moves through the flow --
| stage | startpoint | to | slack (ps) | depth (start not counted) |
|---|---|---|---|---|
| final | b[0] | c_out | 110 | 10 |
| after CTS | b[0] | c_out | 30 | 10 |
| after global routing | b[0] | c_out | 4 | 10 |
-- cell families after synthesis --
family     count (synthesis)
fa+ha+maj                  4
buf+inv                   14
-- metrics by stage --
stage | area, um^2 | std cells
4_1_cts | 320 | 74
3_3_place_gp | 315 | 74
6_report | 323 | 74
5_1_grt | 323 | 74
3_5_place_dp | 315 | 74
2_1_floorplan | 148 | 18
-- cell type report --
cell class	count	area, um^2	area share, %
multi-input combinational	4	90.1	27.9
tap	46	57.6	17.8
timing repair buffer	14	138	42.6
inverter	10	37.5	11.6
-- power groups by stage --
stage	Combinational [mW]	Sequential, mW	Clock (mW)
4_1_cts	0.0393	0	0
5_1_grt	0.0440	0	0
6_report	0.0383	0	0
Power figures rest on the tool's default switching activity, not on a simulated workload.
