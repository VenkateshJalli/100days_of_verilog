==> /design/flow/design.v <==
module full_adder(A,B,C,sum,carry);
input A,B,C;
output sum,carry;
wire t1,t2,t3;
assign sum=A^B^C;
assign carry=(A&B)|(A&C)|(B&C);
endmodule
module bit4_multiplier(a,b,p);
  input [3:0]a;
  input [3:0]b;
  output [7:0]p;
  wire [3:0] c,d;
  wire [3:0] p_add0, p_add1,p_add2, p_add3;
  assign p_add0 = ({4{b[0]}}&a);
  assign p_add1 = ({4{b[1]}}&a);
  assign p_add2 = ({4{b[2]}}&a);
  assign p_add3 = ({4{b[3]}}&a);
  assign p[0] = p_add0[0];
  IC7483 ic1(.a0(p_add0[1]),.a1(p_add0[2]),.a2(p_add0[3]),.a3(0),.b0(p_add1[0]),.b1(p_add1[1]),.b2(p_add1[2]),.b3(p_add1[3]),.cin(0),.s0(p[1]),.s1(c[0]),.s2(c[1]),.s3(c[2]),.cout(c[3]));      								
                                                                                  IC7483 ic2(.a0(c[0]),.a1(c[1]),.a2(c[2]),.a3(c[3]),.b0(p_add2[0]),.b1(p_add2[1]),.b2(p_add2[2]),.b3(p_add2[3]),.cin(0),.s0(p[2]),.s1(d[0]),.s2(d[1]),.s3(d[2]),.cout(d[3]));
  IC7483 ic3(.a0(d[0]),.a1(d[1]),.a2(d[2]),.a3(d[3]),.b0(p_add3[0]),.b1(p_add3[1]),.b2(p_add3[2]),.b3(p_add3[3]),.cin(0),.s0(p[3]),.s1(p[4]),.s2(p[5]),.s3(p[6]) ,.cout(p[7]));
endmodule
module IC7483(
    input a0,
    input a1,
    input a2,
    input a3,
    input b0,
  	input b1,
    input b2,
    input b3,
    input cin,
    output s0,
    output s1,
    output s2,
    output s3,
    output cout);
    wire c1,c2,c3;
    full_adder fa0(a0,b0,cin,s0,c1);
    full_adder fa1(a1,b1,c1,s1,c2);
    full_adder fa2(a2,b2,c2,s2,c3);
    full_adder fa3(a3,b3,c3,s3,cout);
  endmodule
==> /design/flow/run.sh <==
#!/bin/bash
# OpenROAD 26Q1-2900-gdf79404cd8, Yosys 0.63+post, stock flow scripts
make -C /OpenROAD-flow-scripts/flow DESIGN_CONFIG=/design/flow/config.mk WORK_HOME=/design/flow/orfs finish
==> /design/flow/config.mk <==
export PLATFORM = sky130hd
export DESIGN_NAME = bit4_multiplier
export DESIGN_NICKNAME = bit4_multiplier
export VERILOG_FILES = /design/flow/design.v
export SDC_FILE = /design/flow/constraint.sdc
export NUM_CORES = 4
export LEC_CHECK = 1
export CORE_AREA = 10 10 70 70
export DIE_AREA = 0 0 80 80
==> /design/flow/constraint.sdc <==
current_design bit4_multiplier

set clk_period 6.6
set clk_io_pct 0.2

create_clock -name clk0 -period $clk_period

set non_clock_inputs [all_inputs -no_clocks]
set_input_delay [expr $clk_period * $clk_io_pct] -clock clk0 $non_clock_inputs
set_output_delay [expr $clk_period * $clk_io_pct] -clock clk0 [all_outputs]
==> ci_impl_report.md <==
## Synthesis and layout report

| Metric | Value |
|---|---|
| Top-area cell type share of the netlist area | `roughly two fifths` |
| Starting DRT DRC Count | `8` |
| Placed cells | `108` |
| Worst Path Buf+Inv | `6` |
| VDD IR max | `0.00876 mV` |
| Switching part of the total power | `between 30 and 40%` |
| Ys Warns | `4` |
| Critical path fanouts, max | `3` |
| Req. time, crit path | `between 5 and 6 ns` |
| Design Area, Final | `between 600 and 700 um^2` |
| RD Place Congestion | `between 0.7 and 0.8` |
| Die x size | `80 um` |
| Placed cell area | `between 500 and 600 um^2` |
| Slowest-stage cell, CP | `fa_1` |
| Post-Synthesis Cells | `48` |
| Syn Area/Cell | `between 8 and 9 um^2` |
| Flop pwr share | `0%` |
| Post-CTS setup buffers | `0` |
| First-pass GRT wire length | `1430 um` |
| Fmax | `between 150 and 200 MHz` |
| Gr usage total | `under 10%` |
| Yosys chip area | `roughly 400 um^2` |
| Vias in the first global route | `approximately 350` |
| Crit path max-delay family | `adder cells` |
| Diodes inserted | `0` |
| Tightest Pin Transition | `between 0.15 and 0.2 ns` |
| CLK BUF | `0` |
| Mapped Area | `between 300 and 400 um^2` |
| Count of cell types in the netlist | `6` |
| Switching power total | `between 0.015 and 0.02 mW` |
| Slew HR | `around 90%` |
| Core Density at Floorplan | `between 10% and 20%` |
| FP Rows | `21` |
| Worst path max stage delay | `0.51 ns` |
| Drt pass-1 iters | `2` |
| CP most frequent cell | `fa_1` |
| Antenna violations before repair | `0` |
| FFs & Latches | `0` |
| Int Pwr | `between 0.03 and 0.04 mW` |
| Layout fillers | `a little under 400` |
| Antenna-violating nets left | `0` |
| Final core utilization | `17.8%` |
| Hold path depth | `3` |
| Tool warnings | `32` |
| Cycle use final | `96.7%` |
| Hold-fix buffers at CTS | `0` |
| Stages on worst setup path | `15` |
| Most common library cells after synthesis | `inv_1, and2_1, fa_1` |
| Part of the power in combinational logic | `100.0%` |
| Fin crit period | `around 6.4 ns` |
| Seq. cell area | `0 um^2` |
| Worst setup SP type | `input pin` |
| DPL Wire Length | `between 700 and 800 um` |
| Via density per instance | `between 2 and 3` |
| Worst min path class | `in2out` |
| Status | `finished, final reports clean` |
| Fin. Hold Viols | `0` |
| Routed len/inst | `~7.5 um` |
| Final Non-Filler Cells | `108` |
| Most common cell in the netlist | `inv_1` |
| Via count | `~320` |
| Clk pwr share | `0%` |
| Die span in y | `80 um` |
| Lkg Pwr | `between 0.2 and 0.3 nW` |
| Setup slack after layout | `approximately 0.22 ns` |
| Top cells, area | `fa_1, and2_1, buf_4, ha_1, inv_1` |
| Seq/Total Area, Yosys | `0%` |
| Pwr/cell area | `between 70 and 80 mW/mm^2` |
| Worst setup EP type | `primary output` |
| Gate Area | `approximately 320 um^2` |
| Core footprint | `0.00342 mm^2` |
| Total grt overflow | `0` |
| Ys cells | `between 40 and 50` |
| Die Area | `0.00640 mm^2` |
| Crit-path cells | `clkbuf_2 > and2_4 > ha_4 > fa_2 > inv_2 > fa_1 > inv_2 > fa_1 > inv_1 > fa_1 > fa_2 > fa_2 > fa_1 > inv_1 > clkdlybuf4s50_1` |
| Arr. time, crit path | `~5.1 ns` |
| Area Growth Syn to Fin | `53.3%` |
| DRC | `0` |
| CP Class | `in2out` |
| Layout cell share with drive strength beyond 1 | `between 20% and 30%` |
| RSZ-0062 raised after global routing | `no` |
| Synth area leader | `fa_1` |
| Detailed Route WL | `approximately 820 um` |
| Maxcap violations | `0` |
| Setup violators final | `0` |
| Final Max Slew Viols | `0` |
| Pre-CTS WS | `-0.335 ns` |
| Ports | `16` |
| Number of port buffers | `16` |
| Largest net degree at the start of global routing | `5` |
-- metrics by stage --
stage	power (mW)	hold WS (ns)	setup TNS [ns]
floorplan	0.0296	2.71	0
global placement	0.0493	3.68	-0.587
detailed placement	0.0496	3.67	-0.591
CTS	0.0495	3.46	0
global route	0.0575	3.33	0
finish	0.0483	3.30	0
-- routing by layer --
metal | part of all wire, % | vias to the layer above | global-route usage (%)
met5 | 0 | - | 0
met4 | 0 | 0 | 0
met3 | 7.0 | 0 | 0.455
met2 | 57 | 6 | 5.54
met1 | 36 | 156 | 2.63
li1 | - | 156 | -
-- worst paths after layout --
kind | start | endpoint | slack (ns)
worst max-delay path | b[0] | p[6] | 0.22
worst min-delay path | a[0] | p[0] | 3.30
-- cell type report --
type                       instances  share of cell area (%)
multi-input combinational         28                    53.1
timing repair buffer              21                    29.4
tap                               46                    9.47
inverter                          13                    8.02
-- power groups by stage --
| stage | Combinational (mW) | Sequential (mW) | Clock [mW] |
|---|---|---|---|
| CTS | 0.0495 | 0 | 0 |
| finish | 0.0483 | 0 | 0 |
| global route | 0.0575 | 0 | 0 |
-- kinds of logic after synthesis --
family,synth area share [%]
adder cells (fa/ha/maj),53.0
AND/OR/NAND/NOR,21.5
buffers and inverters,25.6
-- cells in the final DEF (no fill, tap or decap) --
master           Yosys  final
ha_1                 4      3
dlygate4sd2_1        0      1
inv_2                0      2
ha_4                 0      1
inv_1               13     11
fa_1                 8      5
and2_1              10      7
fa_2                 0      3
nand2_1              6      6
clkdlybuf4s50_1      0     11
buf_4                7      6
clkbuf_2             0      3
and2_4               0      3
-- worst min-delay path: cells and delay by family --
family / cells / cell delay [ns]
buffers and inverters: 2 / 0.53
and+or+nand+nor: 1 / 0.13
-- what timing repair did --
action | 4_1_cts | 5_1_grt
endpoints found under the hold margin | 0 | 0
pin swaps | 3 | 7
resized | 9 | 16
setup endpoints to repair | 2 | 2
Power figures rest on the tool's default switching activity, not on a simulated workload.
